==> flow/design.v <==
module carry_look_ahead_adder(
input [3:0]a,b,
input cin,
output [3:0]sum,
output carry);
wire p0,g0,p1,g1,p2,g2,p3,g3;
wire [3:0]c;
and (g0,a[0],b[0]);
and (g1,a[1],b[1]);
and (g2,a[2],b[2]);
and (g3,a[3],b[3]);
xor (p0,a[0],b[0]);
xor (p1,a[1],b[1]);
xor (p2,a[2],b[2]);
xor (p3,a[3],b[3]);
xor (sum[0],p0,cin);
xor (sum[1],p1,c[0]);
xor (sum[2],p2,c[1]);
xor (sum[3],p3,c[2]);
assign  c[0] = g0 | (p0 & cin),
        c[1] = g1 | (p1 & g0) | (p1 & p0 & cin),
        c[2] = g2 | (p2 & g1) | (p2 & p1 & g0) | (p2 & p1 & p0 & cin),
        c[3] = g3 | (p3 & g2) | (p3 & p2 & g1) | (p3 & p2 & p1 & g0) |(p3 & p2 & p1 & p0 & cin);
assign carry = c[3];
endmodule
==> flow/run.sh <==
#!/bin/bash
# OpenROAD 26Q1-2900-gdf79404cd8, Yosys 0.63+post, stock flow scripts
make -C /OpenROAD-flow-scripts/flow DESIGN_CONFIG=/design/flow/config.mk WORK_HOME=/design/flow/orfs finish
==> flow/config.mk <==
export PLATFORM = sky130hd
export DESIGN_NAME = carry_look_ahead_adder
export DESIGN_NICKNAME = carry_look_ahead_adder
export VERILOG_FILES = /design/flow/design.v
export SDC_FILE = /design/flow/constraint.sdc
export NUM_CORES = 4
export LEC_CHECK = 1
export CORE_AREA = 10 10 70 70
export DIE_AREA = 0 0 80 80
==> flow/constraint.sdc <==
current_design carry_look_ahead_adder

set clk_period 5.0
set clk_io_pct 0.2

create_clock -name clk0 -period $clk_period

set non_clock_inputs [all_inputs -no_clocks]
set_input_delay [expr $clk_period * $clk_io_pct] -clock clk0 $non_clock_inputs
set_output_delay [expr $clk_period * $clk_io_pct] -clock clk0 [all_outputs]
==> out/qor.yml <==
logic_synthesis:
  yosysChipArea_um2: 170
  yosys_warnings: 0
  syn_inst: 20
  synth_cell_types: 10
  syn_avg_cell_area_um2: 8.51
  yosys_cells: 20
  synthesis.area_um2: 170
  ys_seq_share_pct: 0
final_layout:
  nClkBuffers: 0
  fillers: 408
  seq_cells: 0
  drive_above_1_share_pct: 5.88
  area_delta_synth_final_pct: 116
  layout.area.seq_um2: 0
  fin_area_um2: 368
  combGateArea_um2: 155
outcome:
  outcome: "finished, final reports clean"
place:
  numPortBuffers: 14
  place_congestion: 0.698
  hpwl_um: 519
  placed_area_um2: 368
route:
  ant_nets: 0
  drc_errors: 0
  wl_um: 557
  diodes: 0
  num_vias: 175
  drt_iter0_markers: 11
  wl_per_cell_um: 6.96
  via_per_inst: 2.19
  drt_pre_antenna_iters: 3
floorplan:
  fp_util_pct: 4.98
  dieArea_um2: 6400
  core_um2: 3420
  die_w_um: 80
  rows: 21
  boundaryPins: 14
  dieHeight_um: 80
min_path:
  worstHoldPathCells: 4
  hp-start: "b[3]"
  hp-class: "in -> out"
  holdPathEnd: "sum[3]"
grt:
  gr-usage-met3_pct: 1.36
  grt.met2_usage_pct: 1.44
  grt_overflow: 0
  grt_max_degree: 4
  top_usage_layer: "met1"
  antenna_found_initial: 0
  grt_use_met1_pct: 2.98
  grt_pass1_wl_um: 876
  grt.total_usage_pct: 1.73
  grt_pass1_vias: 184
clock_network:
  post-cts-setup-buffer-count: 0
  ctsResizeCount: 0
  cts_hold_buf: 0
power_and_ir_drop:
  swShare_pct: 32.2
  clkPwrFrac_pct: 0
  powerDensity_nw_per_um2: 104
  intPower_mw: 0.0261
  p_switching_mw: 0.0124
  peakVddDrop_mv: 0.0448
  power_frac_comb_pct: 100.0
  pwr-share-seq_pct: 0
  p_leak_nw: 0.156
critical_path:
  critPathKind: "in -> out"
  critical_path.top_delay_family: "buffers and inverters"
  required_ns: 4.00
  crit_arrival_ns: 2.76
  max_stage_delay_ns: 0.50
  path_cells: "clkdlybuf4s50_1 -> ha_1 -> a21o_1 -> a21oi_2 -> xnor2_1 -> clkdlybuf4s50_1"
  critical_path_buf_inv_count: 2
  cp_common_cell: "clkdlybuf4s50_1"
  start_kind: "input pin"
  cp-end-kind: "output pin"
  cp_max_fo: 3
  crit_path_top_delay_cell: "clkdlybuf4s50_1"
sta:
  finalSetupViolations: 0
  clock.fmax_mhz: 266
  max_slew.worst_pin.slew_ns: 0.168
  finalHoldViolations: 0
  rsz0062_at_grt: "false"
  relSlewSlack_pct: 88.8
  setup_tns_ns: 0
  finalClockPeriodUsage_pct: 75.1
  fin_crit_ns: 3.76
  slew_viol_final: 0
flow_run:
  warnings: 33
  maxCapViolCount: 0
layer usage:
metal	wire, um	part of all wire (%)
met5	0	0
met4	0	0
met3	122	22
met2	104	19
met1	330	59
how the worst max path moves through the flow:
stage,cells after the start,startpoint,slack [ns],to
6_report,6,a[0],1.24,sum[2]
5_1_grt,6,a[0],1.14,sum[3]
4_1_cts,6,a[0],1.25,sum[2]
final cells by class:
| cell class | count | share of cell area [%] |
|---|---|---|
| timing repair buffer | 14 | 38.1 |
| multi-input combinational | 16 | 42.2 |
| tap | 46 | 15.6 |
| inverter | 4 | 4.08 |
cells in the mapped netlist:
master	n	area share (%)
a21o_1	2	8.8
a21oi_1	2	5.9
a21oi_2	1	5.1
fa_1	1	12
ha_1	5	37
inv_1	4	8.8
nand2_1	1	2.2
o21ai_2	1	5.1
xnor2_1	2	10
xor2_1	1	5.1
metrics by stage:
step	power, mW	worst slack, ns	std cells	utilization [%]	hold WS [ns]
after detailed placement	0.0389	1.27	80	10.8	3.09
after global placement	0.0382	1.29	80	10.8	3.08
after floorplan	0.0139	2.28	20	-	2.17
after global routing	0.0435	1.14	80	10.8	3.16
final	0.0384	1.24	80	10.8	3.08
after CTS	0.0393	1.25	80	10.8	3.09
placed cells by master (no fill, tap or decap), drive strengths merged:
cell,instances
a21o,2
a21oi,3
clkdlybuf4s50,14
fa,1
ha,5
inv,4
nand2,1
o21ai,1
xnor2,2
xor2,1
power groups by stage:
stage | sequential, mW | combinational, mW | clock [mW]
after CTS | 0 | 0.0393 | 0
after global routing | 0 | 0.0435 | 0
final | 0 | 0.0384 | 0
logic make-up after synthesis:
logic type,after synthesis,synth area share (%)
adder cells (fa/ha/maj),6,48.5
XOR/XNOR,3,15.4
AND/OR/NAND/NOR,1,2.20
buffers and inverters,4,8.82
AND-OR/OR-AND,6,25.0
Power and IR drop assume default switching activity.
