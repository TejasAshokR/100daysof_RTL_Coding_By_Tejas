===== /design/flow/design.v =====
`timescale 1ns/1ps
module fa(
input wire a,b,c,
output wire s,co);
assign s=a^b^c;
assign co=(a&b)|(b&c)|(c&a);
endmodule
module ripple_carry_adder(
input wire [3:0]a,b,
input wire cin,
output wire [3:0]sum,
output wire [3:0]carry);
wire c1,c2,c3;
fa fa0(.a(a[0]),.b(b[0]),.c(cin),.s(sum[0]),.co(c1));
fa fa1(.a(a[1]),.b(b[1]),.c(c1),.s(sum[1]),.co(c2));
fa fa2(.a(a[2]),.b(b[2]),.c(c2),.s(sum[2]),.co(c3));
fa fa3(.a(a[3]),.b(b[3]),.c(c3),.s(sum[3]),.co(carry));
endmodule

===== /design/flow/run.sh =====
#!/bin/bash
# OpenROAD 26Q1-2900-gdf79404cd8, Yosys 0.63+post, stock flow scripts
make -C /OpenROAD-flow-scripts/flow DESIGN_CONFIG=/design/flow/config.mk WORK_HOME=/design/flow/orfs finish

===== /design/flow/config.mk =====
export PLATFORM = sky130hd
export DESIGN_NAME = ripple_carry_adder
export DESIGN_NICKNAME = ripple_carry_adder
export VERILOG_FILES = /design/flow/design.v
export SDC_FILE = /design/flow/constraint.sdc
export NUM_CORES = 4
export LEC_CHECK = 1
export CORE_AREA = 10 10 70 70
export DIE_AREA = 0 0 80 80

===== /design/flow/constraint.sdc =====
current_design ripple_carry_adder

set clk_period 2.3
set clk_io_pct 0.2

create_clock -name clk0 -period $clk_period

set non_clock_inputs [all_inputs -no_clocks]
set_input_delay [expr $clk_period * $clk_io_pct] -clock clk0 $non_clock_inputs
set_output_delay [expr $clk_period * $clk_io_pct] -clock clk0 [all_outputs]

==> Slide: Implementation Results <==
Synthesis and Place & Route Summary

Status
  – Status: finished with violations
  – Violated checks: negative setup slack

Timing
  – Unrepaired setup endpoints after global routing: yes
  – Fin. Hold Viols: 0
  – Count of pins over their slew limit: 0
  – Final setup vio count: 2
  – Fmax: 0.393 GHz
  – Final setup TNS: -0.411 ns
  – Setup slack after layout: -0.246 ns
  – Period utilization: 1.11
  – Minimum clock period: 2.55 ns
  – Hold_ws: 1.42 ns

Layout
  – Logic area: 98.8 sq um
  – Area delta synth->final: 81.4%
  – Share of layout cells above drive strength 1: 0.419
  – FILL cells: 396
  – Seq_cells: 0
  – Clock buf count: 0
  – Finished Layout Cells: 77
  – FF+latch area: 0 sq um

Setup path
  – CP Cell Sequence: buf_6 > inv_4 > fa_2 > inv_2 > fa_2 > fa_2 > inv_2 > fa_1 > inv_1 > buf_2
  – Critical Path Start Type: input pin
  – CP max-delay cell: fa_1
  – CP top delay family: adder cells
  – CP peak stage delay: 0.39 ns
  – Crit path max fanout: 1
  – Critical Path End Type: output port
  – CP Buf/Inv Count: 6
  – Most common cell on crit path: fa_2
  – Worst Path Arrival: 2.09 ns
  – Worst EP required: 1.84 ns
  – WS Path Type: input pin to output port

Clocking
  – Setup Buffers After CTS: 0

Logic synthesis
  – Synth Area per Inst: 7.89 sq um
  – Yosys top cell by instances: inv_1
  – Yosys top cell area share: 0.441
  – Unique masters post-synth: 4
  – Synth warn: 1
  – Post-Syn Area: 181 sq um
  – Yosys Instances: 23
  – Seq share, synth: 0
  – Top cells by count: inv_1 (10), buf_4 (8), fa_1 (4), conb_1 (1)
  – Post-synthesis chip area from yosys: 181 sq um
  – Post-Synthesis Cells: 23
  – Post-synth area hogs: fa_1 (44%), buf_4 (33%), inv_1 (21%), conb_1 (2.1%)
  – Top cell type by total area after synthesis: fa_1

Pwr
  – Sw power: 0.0000179 W
  – Pwr dens: 164 mW/mm^2
  – Switching power share of the total: 0.333
  – Max IR drop VDD: 0.0416 mV
  – Comb power frac: 1.000
  – Sequential share of power: 0
  – Leak pwr: 0.159 nW
  – Int Power: 0.0000360 W
  – Clock share of power: 0

Hold path
  – Hold_sp: b[1]
  – Min-delay worst type: input pin to output port
  – Hold path cells: 3
  – Hold Path End: sum[1]

Die
  – IO Count: 17
  – Initial core utilization: 0.0531
  – Row cnt: 21
  – Die ar.: 0.00640 sq mm
  – Die Span Y: 80 um
  – Core ar.: 0.00342 sq mm
  – DIE WIDTH: 80 um

Global routing
  – Global-route wire length before repair: 814 um
  – Grt total ovfl: 0
  – GRT Total Usage: 0.0153
  – Vias in the first global route: 172
  – Antenna violations before repair: 0
  – Largest net degree at the start of global routing: 2

Place
  – Final weighted congestion in routability-driven placement: 0.807
  – Port Buffer Count: 14
  – Post-DP HPWL: 431 um
  – Placed instance count: 77

Detailed routing
  – Routed WL per cell: 5.51 um
  – Ant diodes: 0
  – DRT antenna net count: 0
  – Initial DRT Pass Iterations: 1
  – Number of DRC markers in iteration 0: 0
  – Residual DRC count: 0
  – DRT Wirelength: 424 um
  – Via density: 1.61
  – Via count: 124

Job
  – Tool warning count: 35
  – Maximum Capacitance Violations: 0
-- metal layers --
metal  global-route usage  routed length [um]
met1               0.0194                 192
met2               0.0225                 129
met3               0.0102                 103
met4                    0                   0
met5                    0                   0
-- layout by cell type, fill, tap and decap left out --
| cell | count |
|---|---|
| buf_2 | 2 |
| dlymetal6s2s_1 | 1 |
| clkdlybuf4s50_1 | 5 |
| conb_1 | 3 |
| inv_4 | 1 |
| inv_2 | 4 |
| fa_1 | 1 |
| fa_2 | 3 |
| inv_1 | 5 |
| buf_6 | 3 |
| dlygate4sd2_1 | 3 |
-- per-stage QoR --
stage	util	total power (W)	area [sq um]	setup WS, ns
global route	0.0963	0.0000675	329	-0.374
floorplan	-	0.0000364	194	-0.122
CTS	0.0938	0.0000581	320	-0.337
detailed placement	0.0971	0.0000650	332	-0.998
finish	0.0963	0.0000539	329	-0.246
global placement	0.0971	0.0000646	332	-0.992
-- timing repair --
item                                    4_1_cts  5_1_grt
endpoints found under the setup margin        5        4
hold buffers                                  0        0
pin swaps                                     4        4
resized                                      29        2
-- power by group through the flow --
stage,clock network (W),registers [W],logic [W]
CTS,0,0,0.0000581
global route,0,0,0.0000675
finish,0,0,0.0000539
-- how the worst max path moves through the flow --
stage	start	end	slack, ns	cells after the start
4_1_cts	a[0]	sum[3]	-0.34	10
5_1_grt	a[0]	sum[3]	-0.37	10
6_report	a[0]	sum[3]	-0.25	10
-- tightest hold or removal path: stages --
cell and delay [ns]:
dlygate4sd2_1 0.22, fa_2 0.19, dlymetal6s2s_1 0.09
-- kinds of logic after synthesis --
kind of cell               after synthesis  share of synthesized area
adders and majority gates                4                      0.441
buffers and inverters                   18                      0.538
other                                    1                     0.0207
-- cell type report --
type	instances	area share
Timing Repair Buffer	14	0.403
Multi-Input combinational cell	7	0.300
Tap cell	46	0.175
Inverter	10	0.122
Power is estimated from default activity; no workload was simulated.
