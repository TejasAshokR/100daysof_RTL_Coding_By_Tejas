`flow/design.v`:
```
`timescale 1ns/1ps
module multiplier(
       input [3:0]a,b,
       output reg [7:0]y);
		 reg [7:0] t1,t2,t3,t4;
always@(a,b)
begin
            t1=0;t2=0;t3=0;t4=0;
       if(b[0]) 
	        t1=a<<0; 
	    if(b[1]) 
	        t2=a<<1;
	    if(b[2]) 
	        t2=a<<2;
	    if(b[3]) 
	        t2=a<<3;
	    y=t1+t2+t3+t4;
       end
endmodule
```
`flow/run.sh`:
```
#!/bin/bash
# OpenROAD 26Q1-2900-gdf79404cd8, Yosys 0.63+post, stock flow scripts
make -C /OpenROAD-flow-scripts/flow DESIGN_CONFIG=/design/flow/config.mk WORK_HOME=/design/flow/orfs finish
```
`flow/config.mk`:
```
export PLATFORM = sky130hd
export DESIGN_NAME = multiplier
export DESIGN_NICKNAME = multiplier
export VERILOG_FILES = /design/flow/design.v
export SDC_FILE = /design/flow/constraint.sdc
export NUM_CORES = 4
export LEC_CHECK = 1
export CORE_AREA = 10 10 70 70
export DIE_AREA = 0 0 80 80
```
`flow/constraint.sdc`:
```
current_design multiplier

set clk_period 3.3
set clk_io_pct 0.2

create_clock -name clk0 -period $clk_period

set non_clock_inputs [all_inputs -no_clocks]
set_input_delay [expr $clk_period * $clk_io_pct] -clock clk0 $non_clock_inputs
set_output_delay [expr $clk_period * $clk_io_pct] -clock clk0 [all_outputs]
```
==> reports/metrics.cfg <==
[routing]
wl_per_cell_um=9.535
firstDrtPassIters=2
drtIter0Drc=12
finalWirelength_um=1087
post-route-drc-count=0
via_per_inst=3.544
num_vias=404
final_antenna_net_count=0
antennaDiodeCount=0

[power]
swShare_pct=39.30
ir_drop_mv=0.02168
clock_power_share_pct=0
leakage_nw=0.2880
p_int_uw=42.63
powerDensity_nw_per_um2=113.8
p_comb_share_pct=100.0
p_switching_uw=27.59
seq_power_share_pct=0

[critical_path]
crit_buf_inv=4
worstPathRequired_ns=2.64
critical-path-slowest-cell=clkdlybuf4s50_1
cp_cell_sequence=dlygate4sd2_1 -> and2_1 -> ha_2 -> buf_4 -> buf_4 -> a211oi_2 -> nor3b_1 -> o32ai_1 -> clkdlybuf4s50_1
crit_type=in2out
critical_path_peak_fanout=4
slowest_delay_ns=0.51
endpoint_kind=output pin
crit_family=buffers and inverters
cp_data_arrival_time_ns=2.51
cp-start-kind=input pin
cp_common_cell=buf_4

[yosys]
synth_top_area_share_pct=13.16
ys_cells=40
synthMostInstantiatedCell=nand2_1
synth_chip_area_um2=285.3
ys_seq_share_pct=0
ys.warnings.count=1
ys_types=20
avgSynthCellArea_um2=7.132
area_leaders=ha_1, a21oi_1, nand2_1
common_cells=nand2_1, a21oi_1, and2_1
largest_area_cell=ha_1
syn_inst=40
synth_area_um2=285.3

[global_route]
grt_pass1_vias=389
grt_pass1_wl_um=1731
antenna_found_initial=0
grt_use_total_pct=3.211
grt_overflow=0
grt_max_degree=9

[timing]
finalMaxSlewViolations=0
fin_setup_tns_ns=0
max_slew_margin_pct=84.48
tightest_slew_ns=0.2324
setup_viol=0
finalCritPeriodShare_pct=96.06
rsz0062_at_grt=false
min_period_ns=3.170
max_freq_ghz=0.3155
hold_viol_final=0

[die]
core_area_um2=3416
pin_count=16
fp_util_pct=8.352
dieHeight_um=80
die_w_um=80
rows=21
chip_area_um2=6400

[cells_and_area]
utilization_pct=18.06
flop_area_um2=0
comb_area_um2=307.8
fillers=395
drive_gt1_share_pct=35.29
area_growth_pct=116.2
clock_buffers=0
seq_cells=0

[flow_run]
cap_violations=0
warnings=32

[place]
numPortBuffers=16
dp_hpwl_um=952.2
gp_congestion=0.7126

[outcome]
status=finished clean

[min_path]
min_path_type=in2out

[cts]
cts_hold_buf=0

## placed cells by master (no fill, tap or decap), types with 2 or more instances in the layout
cell and instances:
nand2_1 7, a21oi_2 4, and2_1 4, xor2_1 2
clkdlybuf4s50_1 7, dlygate4sd2_1 5, ha_1 2, nand3b_1 2
a21oi_1 2, o21ai_1 2, a211oi_2 2, buf_4 13
dlymetal6s2s_1 2
## logic make-up (layout without fill, tap and decap cells)
kind of cell | after synthesis | count (layout) | synth area share [%]
AND/OR/NAND/NOR | 18 | 18 | 36.40
XOR/XNOR | 3 | 3 | 9.212
buffers and inverters | 1 | 29 | 2.633
adder cells (fa/ha/maj) | 4 | 4 | 20.18
AND-OR/OR-AND | 14 | 14 | 31.58
## worst paths after layout
| kind | endpoint | cells past startpoint | slack [ns] | start |
|---|---|---|---|---|
| min | y[7] | 5 | 2.01 | a[2] |
| max | y[6] | 9 | 0.13 | a[1] |
## what timing repair did
item	4_1_cts	5_1_grt
endpoints found under the setup margin	5	4
resized	17	5
pin swaps	7	3
gates cloned	0	0
setup buffers	1	0
## tightest hold or removal path, delay by kind of cell
family	cells	cell delay [ns]
buf+inv	4	0.52
simple gates	1	0.16
## power by group through the flow
| stage | Combinational (mW) | Sequential, mW | Clock [mW] |
|---|---|---|---|
| 6_report | 0.0702 | 0 | 0 |
| 5_1_grt | 0.0784 | 0 | 0 |
| 4_1_cts | 0.0723 | 0 | 0 |
## metrics by stage
| step | total power [mW] | cells | setup WS, ns | cell area, um^2 | hold slack [ns] |
|---|---|---|---|---|---|
| final | 0.07022 | 114 | 0.1301 | 616.8 | 2.008 |
| after global routing | 0.07844 | 114 | 0.005266 | 616.8 | 2.075 |
| after CTS | 0.07232 | 114 | 0.0007239 | 613.1 | 2.133 |
| after detailed placement | 0.07080 | 113 | -0.2618 | 585.6 | 2.344 |
| after global placement | 0.07087 | 113 | -0.2649 | 585.6 | 2.338 |
| after floorplan | 0.02288 | 40 | 0.8128 | 285.3 | 1.392 |
## layer usage
metal | vias up | track usage [%] | part of all wire, %
met1 | 192 | 4.026 | 45
met4 | 0 | 0 | 0
met5 | - | 0 | 0
met2 | 7 | 6.019 | 52
met3 | 0 | 0.3409 | 3.0
li1 | 205 | - | -
## final cells by class
type,count,share of cell area [%]
multi-input combinational,39,49.90
timing repair buffer,29,40.77
tap,46,9.331
Power and IR drop assume default switching activity.
